File: design/flow/design.v
`timescale 1ns / 1ps
module adjust(input [3:0] a,input [3:0] b,input [3:0] c,input [3:0] d,output[7:0] num1,num2);
wire [7:0] temp1,temp2;
assign temp1=a*10;
assign num1=temp1+b;
assign temp2=c*10;
assign num2=temp2+d;
endmodule
`timescale 1ns / 1ps
module subtractortwo(input[3:0] i1,i2,i3,i4, output reg [13:0]res);
wire [7:0] num1,num2;
adjust adj(i1,i2,i3,i4,num1,num2);
always@(*) begin 
	res =  num1 + ~num2[7:0] + 'b1;
	if (res[4]==1) begin
	  res = ~res[7:0] + 'b1;
	end
  end
  endmodule
File: design/flow/run.sh
#!/bin/bash
# OpenROAD 26Q1-2900-gdf79404cd8, Yosys 0.63+post, stock flow scripts
make -C /OpenROAD-flow-scripts/flow DESIGN_CONFIG=/design/flow/config.mk WORK_HOME=/design/flow/orfs finish
File: design/flow/config.mk
export PLATFORM = sky130hd
export DESIGN_NAME = subtractortwo
export DESIGN_NICKNAME = subtractortwo
export VERILOG_FILES = /design/flow/design.v
export SDC_FILE = /design/flow/constraint.sdc
export NUM_CORES = 4
export LEC_CHECK = 1
export CORE_AREA = 10 10 82 82
export DIE_AREA = 0 0 92 92
File: design/flow/constraint.sdc
current_design subtractortwo

set clk_period 6.9
set clk_io_pct 0.2

create_clock -name clk0 -period $clk_period

set non_clock_inputs [all_inputs -no_clocks]
set_input_delay [expr $clk_period * $clk_io_pct] -clock clk0 $non_clock_inputs
set_output_delay [expr $clk_period * $clk_io_pct] -clock clk0 [all_outputs]
==> deck_impl_summary.md <==
Run Summary

Floorplanning
  • Initial Utilization: 0.206
  • Die width: 92 um
  • Num ports: 30
  • Core Area: 5070 um^2
  • Die y size: 92 um
  • Chip area: 8460 um^2
  • # rows: 26

Worst setup path
  • CP Capture Type: output port
  • Crit path DAT: 4930 ps
  • WP data required: 5520 ps
  • CP Launch Type: primary input
  • Worst Setup Path Type: in2out
  • CP max FO: 4

Final layout
  • Gate Area: 976 um^2
  • Design area: 1410 um^2
  • Area growth syn-to-layout: 34.5%
  • Final Util: 0.278
  • # clk buffers: 0
  • Fillers: 563
  • FF/Latch Area: 0 um^2
  • Layout cells sized above 1: 0.0621
  • Flip-flops: 0

Drt
  • Met2 wire length: 1020 um
  • Final ANT Viol Nets: 0
  • Per-cell routed wire length: 10.5 um
  • Ant. Diodes: 0
  • # DRC: 0
  • Vias per cell: 4.22
  • Initial DRC Count: 48
  • Top routing layer in use: met3
  • Met3 WL post-DR: 174 um
  • First-pass detailed-route iteration total: 6
  • Final WL: 2250 um
  • Via count: 908
  • WL met1: 1060 um

STA
  • Final Hold Fails: 0
  • Final period util: 0.914
  • Setup TNS: 0 ps
  • Slew HR: 0.657
  • Final setup viols: 0
  • Fmax: 0.159 GHz
  • Final Worst Setup Slack: 592 ps
  • Final Max Slew Viols: 0
  • Slew @ Worst Pin: 514 ps
  • RSZ-0062 raised after global routing: no
  • Period minus WS final: 6310 ps

GRT
  • Initial antenna violation count: 0
  • Total GRT Usage: 0.0558
  • Vias in the first global route: 951
  • First-pass GRT wire length: 4190 um
  • Total global routing overflow: 0
  • Pin count of the biggest net entering global routing: 12

Run status
  • Outcome: complete, no violations

Power
  • Max VDD drop: 0.177 mV
  • Pleak: 0.638 nW
  • P per Cell Area: 325 nW/um^2

Yosys
  • Post-synthesis xor/xnor area fraction: 0.183
  • Adder Share, Synth: 0.394
  • Post-Syn Instances: 118
  • Synthesis Warnings: 1
  • Mean Syn Cell Area: 8.88 um^2
  • Synth logic family: adder cells
  • Post-Syn Area: 1050 um^2
  • AND/OR/NAND/NOR Cells, Area Fraction: 0.0777
  • Aoi share: 0.238
  • Yosys chip area: 1050 um^2
  • Yosys cell count: 118
  • Register share after synthesis: 0
  • Cell Type Count: 30
  • MUX share of area: 0.0394

Clocking
  • Post-CTS Setup Inserts: 0
  • Hold-fix buffers, CTS: 0
  • PostCTS Resize Cnt: 0

Worst hold path
  • Hold Path Sink: res[0]
  • Hold path startpoint: i4[0]
  • Min-Delay Path Class: in2out
  • Hold Path Depth: 4

Placement
  • Dpl ws: 590 ps
  • Cell Area, Placed: 1410 um^2
  • Placer Congestion: 0.811
  • IO Port Bufs: 30
  • Detailed placement HPWL: 2120 um

Run
  • Tool Warnings: 34
  • Max Cap Viol: 0
==> where the power goes <==
group          internal (mW)  total (mW)  switching (mW)
registers                  0           0               0
clock network              0           0               0
logic                  0.283       0.458           0.176
==> synthesized netlist by cell type, drive strengths merged <==
master,count,area (um^2)
ha,25,313
xnor2,13,114
inv,12,45.0
a21oi,10,50.1
xor2,8,77.6
nand2,7,26.3
a21o,6,47.6
fa,5,100
nor2,4,15.0
a2bb2oi,3,26.3
a31oi,3,48.8
buf,3,26.3
mux2i,3,30.0
nand3,3,15.0
a221o,2,22.5
a22o,1,8.76
a32o,1,10.0
a41o,1,11.3
mux2,1,11.3
nand2b,1,6.26
nor2b,1,6.26
nor3,1,5.00
nor3b,1,7.51
o211ai,1,7.51
o22ai,1,6.26
o32a,1,10.0
==> per-layer routing <==
metal / GRT usage / vias to the layer above
met2: 0.0947 / 22
li1: - / 476
met1: 0.0745 / 410
met5: 0 / -
met3: 0.0140 / 0
met4: 0 / 0
==> critical path, stage by stage <==
cell and delay, ps:
clkdlybuf4s50_1 560, ha_1 270, ha_1 230, fa_1 540, nand3_1 120, mux2i_1 140
a22o_1 210, ha_1 340, a21oi_1 250, nand2_1 80, a21oi_1 190, a221o_2 150
clkdlybuf4s50_1 460
==> worst max-delay path by stage <==
| stage | end | cells after the start | slack, ps | start |
|---|---|---|---|---|
| 6_report | res[8] | 13 | 590 | i1[3] |
| 4_1_cts | res[8] | 13 | 580 | i3[1] |
| 5_1_grt | res[12] | 13 | 230 | i3[1] |
==> logic make-up (layout without fill, tap and decap cells) <==
kind of cell	count (synthesis)	count (layout)
buf+inv	15	42
simple gates	18	18
compound gates	30	30
xor+xnor	21	21
mux	4	4
fa+ha+maj	30	30
==> cell type report <==
class                           instances  area share
Timing Repair Buffer                   30       0.213
Tap cell                               70      0.0622
Inverter                               12      0.0320
Multi-Input combinational cell        103       0.693
==> metrics by stage <==
step | total power, mW | instances | hold slack (ps)
floorplan | 0.277 | 118 | 2910
global placement | 0.465 | 215 | 3850
detailed placement | 0.469 | 215 | 3860
CTS | 0.471 | 215 | 3860
global route | 0.516 | 215 | 3890
finish | 0.458 | 215 | 3840
==> cell usage in the layout (no fill, tap or decap), types with 2 or more instances in the layout <==
cell	Yosys	final
a21o_1	4	4
a21o_2	2	2
a21oi_1	10	10
a221o_2	2	2
a2bb2oi_1	3	3
a31oi_4	2	2
clkdlybuf4s50_1	0	30
fa_1	5	5
ha_1	25	25
inv_1	12	12
mux2i_1	3	3
nand2_1	7	7
nand3_1	3	3
nor2_1	4	4
xnor2_1	13	13
xor2_1	7	7
No activity file was given, so power comes from the tool's default toggle rates.
