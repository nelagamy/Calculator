$ cat ./design.v
`timescale 1ns / 1ps
module adjust(input [3:0] a,input [3:0] b,input [3:0] c,input [3:0] d,output[7:0] num1,num2);
wire [7:0] temp1,temp2;
assign temp1=a*10;
assign num1=temp1+b;
assign temp2=c*10;
assign num2=temp2+d;
endmodule
`timescale 1ns / 1ps
module subtractor(input[3:0] i1,i2,i3,i4, output reg[3:0]D1,D2,D3,D4, output reg isNegative);
wire [7:0] num1,num2;
reg signed [13:0] res;
	adjust adj (i1,i2,i3,i4,num1,num2);
	always@(*) begin 
	   if(num2 > num1)begin
	       res = num2 - num1;
	       isNegative = 1;
	   end
	   else begin
	       res =  num1 - num2;
	        isNegative = 0;
       end
        if (res<0) begin
          D1 = 4'b1111;
            res = -1*res;
            D4 = res%10;
            res = res/10;
            D3 = res%10;
            res = res/10;
            D2 = res%10;
        end
      else begin
        D4 = res%10;
        res = res/10;
        D3 = res%10;
        res = res/10;
        D2 = res%10;
        res = res/10;
        D1 = res%10;
      end
    end 
endmodule
$ cat ./run.sh
#!/bin/bash
# OpenROAD 26Q1-2900-gdf79404cd8, Yosys 0.63+post, stock flow scripts
make -C /OpenROAD-flow-scripts/flow DESIGN_CONFIG=/design/flow/config.mk WORK_HOME=/design/flow/orfs finish
$ cat ./config.mk
export PLATFORM = sky130hd
export DESIGN_NAME = subtractor
export DESIGN_NICKNAME = subtractor
export VERILOG_FILES = /design/flow/design.v
export SDC_FILE = /design/flow/constraint.sdc
export NUM_CORES = 4
export LEC_CHECK = 1
export CORE_AREA = 10 10 88 88
export DIE_AREA = 0 0 98 98
$ cat ./constraint.sdc
current_design subtractor

set clk_period 17.5
set clk_io_pct 0.2

create_clock -name clk0 -period $clk_period

set non_clock_inputs [all_inputs -no_clocks]
set_input_delay [expr $clk_period * $clk_io_pct] -clock clk0 $non_clock_inputs
set_output_delay [expr $clk_period * $clk_io_pct] -clock clk0 [all_outputs]
==> results.tsv <==
metric	value	unit
status	did not finish	
Post-Synthesis Cell Area	4203	sq um
RePlAce Congestion	1.106	
Port-buffer cells	33	
error msg	[ERROR DPL-0036] Detailed placement failed.	
die height	98	um
# IOs	33	
sequential-to-total area share from yosys stat	0	%
Syn Area/Cell	7.348	sq um
failing step	3_5_place_dp	
yosys cell count	572	
num rows	28	
Unique cell types	100	
Chip Area, Yosys	4203	sq um
Synth warnings	1	
floorplan core density	70.98	%
width of the die	98	um
Gate Count Post-Synth	572	
-- kinds of logic after synthesis --
group	after synthesis	share of synthesized area (%)
multiplexers	18	4.823
XOR/XNOR	47	9.794
buffers and inverters	58	6.401
AND/OR/NAND/NOR	205	25.45
AND-OR/OR-AND	196	38.17
adder cells (fa/ha/maj)	48	15.36
-- through the flow --
stage / worst slack, ns / power [mW] / TNS (ns)
floorplan: 0.01259 / 4.681 / 0
global placement: -0.5590 / 7.865 / -1.481
-- cell usage after synthesis (all sizes together) (5+ instances only) --
cell type   n  share of area, %
a211oi      9               2.0
a21o       12               2.2
a21oi      46               6.3
a31oi      13               2.6
and2        7               1.0
and3        5              0.74
buf        14               2.3
clkbuf      7              0.63
fa          6               2.9
ha         42                13
inv        37               3.5
mux2        5               1.3
mux2i      13               3.5
nand2      56               5.5
nand2b      6              0.89
nand3      22               3.0
nand4       7               1.0
nor2       53               5.2
nor3       18               2.4
o2111ai     7               1.5
o211ai      5               1.2
o21a        5              0.92
o21ai      28               3.5
o22ai       8               1.3
o31a        6               1.3
o31ai       7               1.9
or3        10               1.6
xnor2      29               6.0
xor2       18               3.8
Power is estimated from default activity; no workload was simulated.
