<file path="flow/design.v">
`timescale 1ns / 1ps
module adjust(input [3:0] a,input [3:0] b,input [3:0] c,input [3:0] d,output[7:0] num1,num2);
wire [7:0] temp1,temp2;
assign temp1=a*10;
assign num1=temp1+b;
assign temp2=c*10;
assign num2=temp2+d;
endmodule
`timescale 1ns / 1ps
module divide(input[3:0] D1,D2,D3,D4, output reg [13:0]res);
wire[7:0] num1,num2;
reg r;
adjust adj (D1,D2,D3,D4,num1,num2);
 always @(*) begin
 r = num1%num2;
 res = num1/num2;
  if(r*2 >= num2)begin
     res = res+1;
  end
  end
endmodule
</file>
<file path="flow/run.sh">
#!/bin/bash
# OpenROAD 26Q1-2900-gdf79404cd8, Yosys 0.63+post, stock flow scripts
make -C /OpenROAD-flow-scripts/flow DESIGN_CONFIG=/design/flow/config.mk WORK_HOME=/design/flow/orfs finish
</file>
<file path="flow/config.mk">
export PLATFORM = sky130hd
export DESIGN_NAME = divide
export DESIGN_NICKNAME = divide
export VERILOG_FILES = /design/flow/design.v
export SDC_FILE = /design/flow/constraint.sdc
export NUM_CORES = 4
export LEC_CHECK = 1
export CORE_AREA = 10 10 108 108
export DIE_AREA = 0 0 118 118
</file>
<file path="flow/constraint.sdc">
current_design divide

set clk_period 36.6
set clk_io_pct 0.2

create_clock -name clk0 -period $clk_period

set non_clock_inputs [all_inputs -no_clocks]
set_input_delay [expr $clk_period * $clk_io_pct] -clock clk0 $non_clock_inputs
set_output_delay [expr $clk_period * $clk_io_pct] -clock clk0 [all_outputs]
</file>
==> results.yml <==
# generated from flow reports
status:
  status: "did not finish"
  stop_stage: "3_5_place_dp"
  error_message: "[ERROR DPL-0036] Detailed placement failed."
yosys:
  simple_gate_area_frac: 0.258
  ys_types: 85
  synth.top_cell.area_share: 0.249
  yosysCellCount: 926
  ys_top_logic_family: "AND-OR/OR-AND gates"
  synth_area_sq_um: 6750
  syn_inst: 926
  top_area_cell: "ha_1"
  topCellsByArea: "ha_1 25%, xnor2_1 5.7%, a21oi_1 5.0%"
  ys_chip_area_sq_um: 6750
  ys_sh_aoi: 0.300
  yosysWarnings: 1
  xor_share: 0.0974
  avgSynthCellArea_sq_um: 7.29
  yosysSeqAreaShare: 0
  mux_area_frac: 0.0477
  ys_sh_adder: 0.263
floorplan:
  fp.dieH_microns: 118
  ios: 30
  core.rowCount: 35
  initial_utilization: 0.727
  fp.dieW_microns: 118
placed_design:
  port_buffers: 30
  gp_congestion: 1.07
## cell usage after synthesis, types with 4 or more instances
| library cell | number |
|---|---|
| a211o_1 | 4 |
| a211oi_1 | 13 |
| a21o_1 | 15 |
| a21oi_1 | 68 |
| a31oi_1 | 10 |
| and2_1 | 6 |
| and3_1 | 6 |
| and4_1 | 4 |
| buf_2 | 6 |
| clkbuf_1 | 13 |
| fa_1 | 4 |
| ha_1 | 134 |
| inv_1 | 26 |
| mux2_2 | 21 |
| mux2i_1 | 7 |
| nand2_1 | 77 |
| nand2b_1 | 24 |
| nand3_1 | 19 |
| nand4_1 | 6 |
| nor2_1 | 89 |
| nor2b_1 | 18 |
| nor3_1 | 37 |
| nor3b_1 | 6 |
| o211ai_1 | 14 |
| o21a_1 | 32 |
| o21ai_0 | 61 |
| o22a_1 | 6 |
| o22ai_1 | 4 |
| o31a_1 | 4 |
| o31ai_1 | 13 |
| or2_2 | 11 |
| or3_1 | 13 |
| xnor2_1 | 44 |
| xor2_1 | 31 |
## cell families after synthesis
logic type      count (synthesis)
simple gates                  338
other cells                     1
xor+xnor                       75
fa+ha+maj                     140
buf+inv                        51
mux                            29
compound gates                292
## per-stage QoR
stage                   hold WS (ns)  setup TNS, ns  worst slack (ns)
after floorplan                14.77         -0.522            -0.123
after global placement         15.87          -3.31            -0.359
